File: design/flow/config.mk
export PLATFORM = sky130hd
export DESIGN_NAME = present_sbox
export DESIGN_NICKNAME = present_sbox
export VERILOG_FILES = /design/flow/design.v
export SDC_FILE = /design/flow/constraint.sdc
export NUM_CORES = 4
export LEC_CHECK = 1
export CORE_AREA = 10 10 70 70
export DIE_AREA = 0 0 80 80
File: design/flow/constraint.sdc
current_design present_sbox

set clk_period 2.0
set clk_io_pct 0.2

create_clock -name clk0 -period $clk_period

set non_clock_inputs [all_inputs -no_clocks]
set_input_delay [expr $clk_period * $clk_io_pct] -clock clk0 $non_clock_inputs
set_output_delay [expr $clk_period * $clk_io_pct] -clock clk0 [all_outputs]
File: design/flow/design.v
module present_sbox (
    input [3:0] in,
	output reg [3:0] out);
	always @ (in)
		begin
			case (in)
				4'h0: out = 4'hc;
				4'h1: out = 4'h5;
				4'h2: out = 4'h6;
				4'h3: out = 4'hb;
				4'h4: out = 4'h9;
				4'h5: out = 4'h0;
				4'h6: out = 4'ha;
				4'h7: out = 4'hd;
				4'h8: out = 4'h3;
				4'h9: out = 4'he;
				4'ha: out = 4'hf;
				4'hb: out = 4'h8;
				4'hc: out = 4'h4;
				4'hd: out = 4'h7;
				4'he: out = 4'h1;
				4'hf: out = 4'h2;
			endcase
		end
endmodule
File: design/flow/run.sh
#!/bin/bash
# OpenROAD 26Q1-2900-gdf79404cd8, Yosys 0.63+post, stock flow scripts
make -C /OpenROAD-flow-scripts/flow DESIGN_CONFIG=/design/flow/config.mk WORK_HOME=/design/flow/orfs finish
==> out/summary.txt <==
Post-synth top cells: 5 x ha_1, 3 x inv_1, 2 x mux4_2
Critical Path Fanout Max: 5
Slowest CP cell: mux4_2
Worst Path Class, Setup: input port to primary output
Die height: 80 um
Die X: 80 um
Slew headroom: 86.1%
Post-synth cell types: 11
Fp util: 5.42%
DR vias: 182
Wire length of the first global-routing pass: 834 um
Post-Syn Area: 185 um^2
Total core area: 3420 um^2
# diodes: 0
Syn. warnings: 1
Critical path buffer and inverter count: 3
WL/cell: 6.43 um
Crit path max-delay family: buffers and inverters
I/O Pins: 8
Post-synthesis cell count: 18
Yosys cell count: 18
Critical Path End Type: primary output
Number of hold violations in the final report: 0
Grt ovf: 0
DP HPWL: 395 um
DRC Markers: 0
Outcome: finished, final reports clean
Layout clock buffers: 0
Port Buffers: 8
Crit path launch type: input port
Layout cell share with drive strength beyond 1: 53.3%
Rows: 21
Die ar.: 6400 um^2
Drt first-iter violations: 0
Non-Filler Instances: 76
Overall power: 68.0 uW
Unrepaired setup endpoints after global routing: no
Syn_area_per_cell: 10.3 um^2
Worst hold path type: input port to primary output
GRT Total Usage: 1.48%
Placed Cells: 76
Fin area: 375 um^2
Total area of sequential cells: 0 um^2
OpenROAD warnings: 36
Antenna Nets Post-Route: 0
Yosys chip area: 185 um^2
Slew Limit Fails: 0
Max-cap viol count: 0
Fin crit share: 95.8%
Share of the synthesized area in the top cell type: 33.8%
Number of global-route vias before repair: 181
Final Setup Violations: 0
Post-CTS setup buffer count: 0
Yosys top cell by instances: ha_1
Worst-Margin Slew: 209 ps
Maximum vdd drop: 0.0257 mV
Post-synth seq share: 0%
Cell area leaders: ha_1 34%, mux4_2 24%, buf_6 6.1%, inv_1 6.1%, mux2i_1 5.4%
Pwr Density: 181 nW/um^2
Largest net degree at the start of global routing: 7
Seq_cells: 0
Final hold slack: 1340 ps
Post-Place Cell Area: 349 um^2
Fin crit period: 1920 ps
Fmax: 522 MHz
Leakage: 0.161 nW
Vias/cell: 2.39
Antenna violations before repair: 0
Worst-path cell chain: buf_2 -> buf_6 -> ha_1 -> mux4_2 -> dlygate4sd2_1
Hold_buf cts: 0
DRT Pass-1 Iters: 1
GP Congestion: 0.698
Fin util: 11.0%
Fill cells: 389
Total wire length: 489 um
CP required: 1600 ps
Critical Path Max Stage Delay: 440 ps
Cell type with the largest total area: ha_1
Area grow syn2layout: 103%
CP Data Arrival Time: 1520 ps
logic make-up after synthesis:
family	Yosys count	share of synthesized area [%]
AOI/OAI and AO/OA	4	15.5
xor gates and xnor gates	1	4.73
adders and majority gates	5	33.8
buffers and inverters	4	12.2
muxes	3	29.7
and+or+nand+nor	1	4.06
cells in the final DEF (no fill, tap or decap):
cell type        n
buf_4            4
dlygate4sd2_1    4
ha_1             3
inv_2            2
mux4_2           2
buf_6            2
inv_1            1
xnor2_2          1
o21bai_1         1
nor3b_2          1
o2bb2ai_1        1
mux2i_1          1
o21ai_1          1
o21a_1           1
ha_4             1
ha_2             1
buf_2            1
clkdlybuf4s15_2  1
dlymetal6s2s_1   1
where the power goes:
part	switching (mW)	total, mW	leakage (nW)	internal, mW
Clock	0	0	0	0
Sequential	0	0	0	0
Combinational	0.0244	0.0680	0.161	0.0436
routing by layer:
layer	vias to the layer above	GRT usage [%]	part of all wire, %
li1	91	-	-
met1	83	1.99	45
met2	8	2.09	34
met3	0	0.909	20
met4	0	0	0
met5	-	0	0
worst min-delay path: stages:
cell            delay, ps
dlygate4sd2_1         310
o21a_1                140
dlymetal6s2s_1        100
layout make-up:
class / count / area (um^2) / area share, %
multi-input combinational: 14 / 190 / 50.7
inverter: 3 / 11.3 / 3.00
timing repair buffer: 13 / 116 / 31.0
tap: 46 / 57.6 / 15.3
stage by stage:
step | worst slack (ps) | TNS (ps)
2_1_floorplan | 434 | 0
3_3_place_gp | -568 | -1910
3_5_place_dp | -579 | -1960
4_1_cts | 30.1 | 0
5_1_grt | 17.2 | 0
6_report | 84.9 | 0
timing repair:
| item | in CTS | in global routing |
|---|---|---|
| setup endpoints to repair | 4 | 1 |
| pin swaps | 3 | 1 |
| gates resized | 24 | 2 |
| gates cloned | 0 | 0 |
path summary, 6_finish.rpt:
check / slack, ps / startpoint / end / cells after the start
max: 80 / in[0] / out[2] / 5
min: 1340 / in[2] / out[3] / 3
Power is estimated from default activity; no workload was simulated.
