File: flow/run.sh
#!/bin/bash
# OpenROAD 26Q1-2900-gdf79404cd8, Yosys 0.63+post, stock flow scripts
make -C /OpenROAD-flow-scripts/flow DESIGN_CONFIG=/design/flow/config.mk WORK_HOME=/design/flow/orfs finish
File: flow/config.mk
export PLATFORM = sky130hd
export DESIGN_NAME = count1k
export DESIGN_NICKNAME = count1k
export VERILOG_FILES = /design/flow/design.v
export SDC_FILE = /design/flow/constraint.sdc
export NUM_CORES = 4
export LEC_CHECK = 1
export CORE_AREA = 10 10 72 72
export DIE_AREA = 0 0 82 82
File: flow/constraint.sdc
current_design count1k

set clk_period 1.6
set clk_io_pct 0.2

create_clock -name clk0 -period $clk_period [get_ports {clk}]

set non_clock_inputs [all_inputs -no_clocks]
set_input_delay [expr $clk_period * $clk_io_pct] -clock clk0 $non_clock_inputs
set_output_delay [expr $clk_period * $clk_io_pct] -clock clk0 [all_outputs]
File: flow/design.v
module count1k (
    input clk,
    input reset,
    output reg [9:0] q);
    always @ (posedge clk)
        begin
            if (reset) q <= 10'd0;
            else begin
                if ( q == 10'd 999) q <= 10'd0;
                else q <= q + 10'd1;
            end
        end
endmodule
==> impl_metrics.tcl <==
# flow metrics
set metrics [dict create \
    fp_util_pct 12.55 \
    yosysMostFrequentCell "dfxtp_1" \
    netlist.area_leader.share_pct 43.24 \
    powerDensity_nw_per_um2 918.1 \
    common_cells "dfxtp_1, nor2_1, inv_1" \
    crit-reg2reg-launch "q[0]" \
    period_minus_slack_ns 1.517 \
    syn_area_sq_um 462.9 \
    synthArstFlopShare_pct 0 \
    num_rows 22 \
    start_kind "flip-flop" \
    r2r_setup_slack_ns 0.17 \
    setup.worst_path.end_class "output port" \
    die_x_um 82 \
    drt-pass1-iter-count 4 \
    vias_per_cell 3.814 \
    path_buffers 1 \
    final_hold_viol_count 0 \
    maxCapViolCount 0 \
    synthesis.instances 53 \
    arrival_ns 1.20 \
    drive_gt1_share_pct 11.43 \
    p_leak_uw 0.0002225 \
    flop_cell "dfxtp_1" \
    grt_pass1_vias 382 \
    slew_headroom_pct 84.53 \
    h-tree-depth 1 \
    core-area_sq_um 3689 \
    track_usage_pct 3.742 \
    whs_ns 0.4903 \
    die_h_um 82 \
    ys_types 22 \
    path_cells "clkdlybuf4s50_1" \
    wl_per_cell_um 10.23 \
    post_cts_resize_count 0 \
    post-route-period-util_pct 94.79 \
    root_buffer "clkbuf_8" \
    yosysSeqAreaShare_pct 43.24 \
    antenna_found_initial 0 \
    cts.sinks 10 \
    worstSetupStartpoint "q[5]" \
    timing.rr.end "q[6]" \
    top_register "q" \
    io_buffers 11 \
    drt_iter0_drc 47 \
    flow.area_growth_from_synthesis_pct 52.16 \
    ys_cells 53 \
    rsz0062_at_grt "false" \
    drc 0 \
    globalRouteOverflowTotal 0 \
    cts_made_buffers 3 \
    place_hpwl_um 884.8 \
    cp.required_ns 1.28 \
    clock_skew_ns 0.002658 \
    critical_path.slowest_cell "clkdlybuf4s50_1" \
    clk_pin_slew_ns 0.05 \
    grt_max_degree 9 \
    cp_max_fo 8 \
    max_stage_delay_ns 0.52 \
    dp_cells 114 \
    gp_congestion 0.7975 \
    synth.area.top_cells "dfxtp_1, nand4bb_1, nor2_1, inv_1, or3_1" \
    crit_cells 1 \
    slew_viol_final 0 \
    syn_avg_cell_area_sq_um 8.735 \
    worst_slew_pin_slew_ns 0.2317 \
    fillers 409 \
    cts_tree "built" \
    ios 12 \
    vdd_ir_drop_max_v 0.0003684 \
    top_area_cell "dfxtp_1" \
    instances_no_fill 118 \
    setup_tns_ns 0 \
    synth_warnings 1 \
    final_cell_area_sq_um 704.4 \
    crit_family "buffers and inverters" \
    clockBufferDepth 2 \
    largest_register_ffs 10 \
    ant_nets 0 \
    postCtsSetupRepairBufs 0 \
    dieArea_sq_um 6724 \
    ctsHoldBuffers 0 \
    enable_flop_cells 0 \
    ys_area_sq_um 462.9 \
    clock_latency_ns 0.23 \
    vias 450 \
    reg2reg_depth 5 \
    fmax_mhz 659.4 \
    top_regs "q (10)" \
    diodes 0 \
    finalSetupViolations 0 \
    numSynthFlops 10 \
    grt_pass1_wl_um 1945 \
    dpl_cell_area_sq_um 648.1 \
    drt-total-wl_um 1207 \
    min_path_type "flip-flop to flip-flop" \
    worstSetupPathType "flip-flop to output port" \
    status "finished clean" \
    crit_end "q[5]" \
    warnings 25 \
]
-- cells by family after synthesis --
group / count (synthesis) / synth area share [%]
compound gates: 11 / 15.67
xor+xnor: 3 / 5.677
fa+ha+maj: 1 / 2.702
buf+inv: 5 / 4.054
flops: 10 / 43.24
simple gates: 23 / 28.65
-- placed cells by master (no fill, tap or decap), drive strengths merged, types with 3 or more instances in the layout --
cell	instances
inv	5
dfxtp	10
nor2	6
nand3	3
nand2	3
clkdlybuf4s50	11
or3	3
clkbuf	4
-- metrics by stage --
step / total power, uW / setup slack, ns / util [%]
6_report: 646.7 / 0.08339 / 19.10
5_1_grt: 669.3 / 0.007055 / 19.10
4_1_cts: 648.5 / 0.06634 / 19.06
3_5_place_dp: 333.4 / 0.1711 / 17.57
3_3_place_gp: 333.6 / 0.2022 / 17.57
2_1_floorplan: 297.1 / 0.1981 / -
-- final cells by class --
cell class	instances	area, sq um	share of cell area (%)
Sequential cell	10	201.4	28.60
Clock buffer	4	55.05	7.815
Multi-Input combinational cell	38	244.0	34.64
Timing Repair Buffer	13	125.1	17.76
Tap cell	48	60.06	8.526
Inverter	5	18.77	2.664
-- power by group --
group,internal [uW],switching [uW],leakage (uW),total [uW]
clock,216,100,0.0000288,317
sequential,261,14.6,0.0000819,276
combinational,34.3,19.6,0.000112,53.9
-- how the worst min path moves through the flow --
stage / start / endpoint / cells after the start
CTS: q[0] / q[0] / 1
global route: q[0] / q[0] / 1
finish: q[0] / q[0] / 1
-- routing by layer --
layer	global-route usage, %	share of wire [%]	vias to the layer above
li1	-	-	230
met2	4.467	34	18
met1	5.109	50	200
met5	0	0	-
met4	0.3401	0.99	0
met3	3.194	15	2
Power is estimated from default activity; no workload was simulated.
