File: ./run.sh
#!/bin/bash
# OpenROAD 26Q1-2900-gdf79404cd8, Yosys 0.63+post, stock flow scripts
make -C /OpenROAD-flow-scripts/flow DESIGN_CONFIG=/design/flow/config.mk WORK_HOME=/design/flow/orfs finish
File: ./config.mk
export PLATFORM = sky130hd
export DESIGN_NAME = shiftcount
export DESIGN_NICKNAME = shiftcount
export VERILOG_FILES = /design/flow/design.v
export SDC_FILE = /design/flow/constraint.sdc
export NUM_CORES = 4
export LEC_CHECK = 1
export CORE_AREA = 10 10 70 70
export DIE_AREA = 0 0 80 80
File: ./constraint.sdc
current_design shiftcount

set clk_period 1.3
set clk_io_pct 0.2

create_clock -name clk0 -period $clk_period [get_ports {clk}]

set non_clock_inputs [all_inputs -no_clocks]
set_input_delay [expr $clk_period * $clk_io_pct] -clock clk0 $non_clock_inputs
set_output_delay [expr $clk_period * $clk_io_pct] -clock clk0 [all_outputs]
File: ./design.v
module shiftcount (
    input clk,
    input shift_ena,
    input count_ena,
    input data,
    output reg [3:0] q);
    always @ (posedge clk) 
        begin
            if (shift_ena) q <= {q[2:0], data};
            else if (count_ena) q <= q - 4'd1;
            else q <=q;
        end
endmodule
==> changes_impl.md <==
### Changed

- Count leader, synth: edfxtp_1
- Arrival time worst endpoint: 1.38 ns
- Maximum vdd drop: 0.000234 V
- Failing checks: negative setup slack
- Clk ins delay skew pair: 0.23 ns
- Total grt overflow: 0
- Max-slew violations: 0
- Hold_sp: q[3]
- Synth Seq Share: 52.7%
- Dominant cell area share: ~53%
- # IOs: 8
- Clock Power Share: between 20% and 30%
- Post-synth EDFFs: 4
- DRC: 0
- Synth area leader: edfxtp_1
- RSZ-0062 raised after global routing: true
- Placed cells: ~76
- First-pass GRT wire length: roughly 900 microns
- Asr flop ratio synth: 0%
- Sequential Power Share: 35.9%
- Clk slew on worst S/H paths: 0.04 ns
- Starting utilization of the core area: 6.67%
- IO Port Bufs: 7
- Total number of vias: 215
- Power per Cell Area: ~1200 nW/um^2
- Hold Crit Depth: 3
- Design area: between 400 and 500 sq um
- Hold Violations, Final: 0
- Diodes inserted: 0
- Hold crit path type: reg -> reg
- Max reg flops: 4
- Std cell rows: 21
- Clk sink count: 4
- CP Max Fanout: 4
- Worst setup SP type: register
- Vias in the first global route: 209
- Yosys Chip Area: 228 sq um
- FMAX: approximately 0.77 GHz
- Worst Max-Slew Pin Slew: ~0.27 ns
- Share of layout cells above drive strength 1: between 40 and 50%
- Die X: 80 microns
- Worst Skew: 0.00197 ns
- Yosys Instances: 20
- Net Sw Power: 0.000135 W
- Biggest register: q
- Flops after synth: 4
- Dominant Register Cell: edfxtp_1
- CTS H-tree lvls: 1
- WL/cell: 6.71 microns
- CTS tree: done
- Layout area overhead: 98.9%
- Final Non-Filler Cells: between 80 and 90
- Routability cong.: about 0.75
- Internal power: between 0.0004 and 0.0005 W
- Chip footprint: ~6400 sq um
- Avg Cell Area, Syn: 11.4 sq um
- Post-detail-place hpwl: 422 microns
- OpenROAD warnings: 27
- Mapped Area: 228 sq um
- Number of buffers created by CTS: 3
- WHS: 0.714 ns
- Die height: about 80 microns
- Commonest cells in the netlist: edfxtp_1 (4), o21ai_1 (3), inv_1 (2), nand2_1 (2)
- Synth unique cells: 13
- Worst R2R Path Depth: 2
- Finished Core Util: 13.3%
- Largest net degree at the start of global routing: 9
- Switching Share: 24.6%
- Number of antenna violations at the first check in global routing: 0
- Starting DRC count in detailed routing: 8
- Combinational power share: 36.9%
- Syn Inst Count: 20
- Routed Antenna Nets: 0
- Synth Warn #: 1
- Main area contributors: edfxtp_1 (53%), o21ai_1 (6.6%), o221ai_2 (6.6%)
- Max_cap viols: 0
- Placeable Area: 3420 sq um
- Routed WL: ~550 microns
- Leak pwr: 0.172 nW
- Vias/cell: 2.62
- Setup ws final: -0.00674 ns
- GRT Total Usage: between 1.5 and 2%
- DRT Pass-1 Iters: 2
- Min Tclk post-route: 1.31 ns
- Crit path kind: reg -> reg
- Status: finished with violations
- R2R Path Start: q[3]
- Top Registers: q: 4 flops
- CTS max path bufs: 2
- CP endpoint kind: register
- Final setup violation count: 1
- CP Launch Point: q[3]
- Max-slew headroom: 81.9%
- Post-Place Cell Area: between 300 and 400 sq um
- Final period util: 101%
- Required @ worst endpoint: 1.37 ns
- CTS Root Cell: clkbuf_4
- Setup TNS: -0.00674 ns
## final cells by class
type                            count  area, sq um
Fill cell                         390         2960
Timing Repair Buffer               14          126
Sequential cell                     4          120
Multi-Input combinational cell     13          116
Tap cell                           46         57.6
Clock buffer                        3         22.5
Inverter                            2         10.0
## path summary, 6_finish.rpt
kind	to	slack [ns]
setup / recovery	q[3]	-0.007
hold / removal	q[3]	0.71
setup reg to reg	q[3]	-0.007
hold reg to reg	q[3]	0.71
## worst max-delay path: stages, from the launching register on
cell,delay [ns]
edfxtp_1,0.41
or4_4,0.55
o221ai_2,0.19
## logic make-up (layout without fill, tap and decap cells)
family / after synthesis / count (layout) / share of synthesized area [%]
buffers and inverters: 3 / 19 / 4.94
muxes: 1 / 1 / 4.40
AOI/OAI and AO/OA: 4 / 4 / 13.2
xor gates and xnor gates: 1 / 1 / 3.85
adders and majority gates: 1 / 1 / 5.49
and+or+nand+nor: 6 / 6 / 15.4
DFF: 4 / 4 / 52.7
## metrics by stage
step                      setup WS [ns]  power (W)
after floorplan                  0.0582   0.000257
after global placement           -0.101   0.000352
after detailed placement         -0.124   0.000354
after CTS                        -0.100   0.000524
after global routing            -0.0355   0.000597
final                          -0.00674   0.000547
## cell usage in the layout (no fill, tap or decap)
| cell | netlist | routed |
|---|---|---|
| dlygate4sd2_1 | 0 | 3 |
| o221ai_2 | 1 | 1 |
| nor2_1 | 1 | 1 |
| xnor2_2 | 0 | 1 |
| or2_1 | 1 | 1 |
| nand2_1 | 2 | 2 |
| o21ai_1 | 3 | 3 |
| edfxtp_1 | 4 | 4 |
| nand2b_1 | 1 | 1 |
| clkdlybuf4s50_1 | 0 | 3 |
| mux2i_1 | 1 | 1 |
| buf_6 | 0 | 2 |
| clkdlybuf4s15_1 | 0 | 1 |
| ha_4 | 0 | 1 |
| inv_4 | 0 | 1 |
| clkbuf_4 | 0 | 3 |
| inv_2 | 0 | 1 |
| buf_4 | 0 | 5 |
| or4_4 | 1 | 1 |
## power groups by stage
stage | clock network [W] | registers [W] | logic, W
4_1_cts | 0.000156 | 0.000193 | 0.000175
5_1_grt | 0.000172 | 0.000200 | 0.000225
6_report | 0.000149 | 0.000197 | 0.000202
## layer usage
metal  routed length, microns  global-route usage (%)
met5                        0                       0
met2                      262                    2.73
met1                      218                    1.68
met4                       21                   0.880
met3                       48                   0.682
## what timing repair did
action / CTS / global route
hold buffers: 0 / 0
setup buffers: 3 / 1
resized: 5 / 8
pin swaps: 0 / 4
endpoints found under the setup margin: 4 / 3
Power is estimated from default activity; no workload was simulated.
